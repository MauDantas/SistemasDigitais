File: ./run.sh
#!/bin/bash
# OpenROAD 26Q1-2900-gdf79404cd8, Yosys 0.63+post, stock flow scripts
make -C /OpenROAD-flow-scripts/flow DESIGN_CONFIG=/design/flow/config.mk WORK_HOME=/design/flow/orfs finish
File: ./config.mk
export PLATFORM = sky130hd
export DESIGN_NAME = calculadoraBCD
export DESIGN_NICKNAME = calculadoraBCD
export VERILOG_FILES = /design/flow/design.v
export SDC_FILE = /design/flow/constraint.sdc
export NUM_CORES = 4
export LEC_CHECK = 1
export CORE_AREA = 10 10 74 74
export DIE_AREA = 0 0 84 84
File: ./constraint.sdc
current_design calculadoraBCD

set clk_period 6.2
set clk_io_pct 0.2

create_clock -name clk0 -period $clk_period

set non_clock_inputs [all_inputs -no_clocks]
set_input_delay [expr $clk_period * $clk_io_pct] -clock clk0 $non_clock_inputs
set_output_delay [expr $clk_period * $clk_io_pct] -clock clk0 [all_outputs]
File: ./design.v
module calculadora(A,B,F,o1,o0);
	input [2:0]A,B;
	input o1,o0;
	output [6:0]F;
	assign F=o1?(o0?(A*B):(B-A)):(o0?(A-B):(A+B));
endmodule
module calculadoraBCD(A,B,d,u,o1,o0,sinal);
	input [2:0]A,B;
	input o1,o0;
	wire [6:0]F;
	output[3:0]d,u;
	output sinal;
	calculadora calculadora(A,B,F,o1,o0);
	assign u =F[6]?(F[3:0]*(-1)):(((F[5]&&F[4])||(F[5:1]== 5'b10011)||(F[5:1]== 5'b01110)||(F[5:1]== 5'b01001)||(F[5:1]== 5'b00100))?(4'b1000+F[0]):(((F[5:1]== 5'b10111)||(F[5:1]== 5'b10010)||(F[5:1]== 5'b01101)||(F[5:1]== 5'b01000)||(F[5:1]== 5'b00011))?(4'b0110+F[0]):(((F[5:1]== 5'b10110)||(F[5:1]== 5'b10001)||(F[5:1]== 5'b01100)||(F[5:1]== 5'b00111)||(F[5:1]== 5'b00010))?(4'b0100+F[0]):(((F[5:1]== 5'b10101)||(F[5:1]== 5'b10000)||(F[5:1]== 5'b01011)||(F[5:1]== 5'b00110)||(F[5:1]== 5'b00001))?(4'b0010+F[0]):(4'b0000+F[0])))));
	assign d =F[6]?(4'b0000):(F[5]?(F[4]?(4'b0100):(F[3]?(4'b0100):(4'b011))):((&F[4:1])?(4'b0011):((F[3]&&F[4])?(4'b0010):((F[4]||(F[3]&&(F[2]||F[1])))?(4'b0001):(4'b0000)))));
	buf b1(sinal,F[6]);
endmodule
==> Slide: Implementation Results <==
Implementation Results

Layout
  – Most common logic cells in the final layout: buf_4, ha_1, inv_1, nor2_1
  – # clk buffers: 0
  – Fill cells: 419
  – Area grow syn2layout: 35.0%
  – Util after Layout: 36.7%
  – Layout cells sized above 1: 22.2%
  – Seq_cells: 0
  – FF+latch area: 0 sq um
  – Most used logic cell in the final layout: buf_4
  – Layout Cells excl Fill: 221

Routing
  – Antenna Cells: 0
  – Wirelength per Cell: 11.5 microns
  – Final WL: 2.54 mm
  – ANT nets after route: 0
  – Drt drc: 0
  – Vias per cell: 4.87
  – Iteration-0 DRC Markers: 43
  – Vias: 1077
  – Drt pass-1 iters: 4

Placement
  – Placer congestion estimate: 0.898
  – Port-buffer cells: 16
  – Placed instance count: 220
  – HPWL after DPL: 2.26 mm

Floorplan
  – Die Width: 84 microns
  – Die height: 84 microns
  – Die ar.: 7060 sq um
  – Core ar.: 3970 sq um
  – Starting density of the core: 27.2%
  – Core Rows: 23
  – IO Pins: 17

Hold path
  – Hold Crit Depth: 5
  – Hold Path Class: input port to primary output

Global route
  – Vias in the first global route: 1070
  – Largest net degree at the start of global routing: 16
  – GRT Total Usage: 7.42%
  – Initial antenna violation count: 0
  – Remaining Overflow, GRT: 0
  – First-pass GRT wire length: 4.71 mm

Timing
  – Final hold violation count: 0
  – Final setup violation count: 0
  – Setup TNS: 0 ps
  – RSZ-0062 raised after global routing: false
  – Max Fclk: 170 MHz
  – Min cycle time layout: 5880 ps
  – Fin. max-slew vios: 0
  – Cycle use final: 94.8%

Setup path
  – CP startpoint kind: input port
  – Setup crit end: u[1]
  – Required time of the worst setup path: 4960 ps
  – Setup CP Type: input port to primary output
  – WP buf/inv: 2
  – Instance count on the critical path: 14
  – Crit path DAT: 4640 ps
  – CP max stage cell: clkdlybuf4s50_1
  – Worst path max stage delay: 480 ps
  – Crit path max-delay family: buffers and inverters
  – Beginning of the critical path: B[2]
  – Crit-path max FO: 3
  – Critical Path Sink Type: primary output
  – Worst-path cell chain: clkdlybuf4s50_1, nand2_1, xnor2_1, ha_1, ha_4, fa_1, xnor2_1, o221ai_1, and2_1, a2111oi_2, a221oi_2, a21boi_1, o21ai_1, clkdlybuf4s50_1

Logic synthesis
  – Synth mux share: 4.40%
  – Post-synthesis cell count: 139
  – Simple share: 20.3%
  – Unique cell types: 47
  – XOR Share, Synth: 5.67%
  – Synthesized cell area: 1080 sq um
  – Yosys stat chip area: 1080 sq um
  – Top comb family, area: adder cells
  – Avg Inst Size Synth: 7.78 sq um
  – Cell count in the Yosys report: 139
  – Adder Share, Synth: 34.0%
  – Ys Warns: 0
  – Seq share, synth: 0%
  – Compound Share, Synth: 27.3%

Run
  – Tool Warnings: 42
  – Maxcap violations: 0

Power and ir drop
  – Peak supply drop: 75.7 uV
  – Total power: 0.183 mW
  – PD cells: 125 nW/um^2
  – Pleak: 0.682 nW

Run status
  – Status: complete, no violations
-- per-stage QoR --
stage | setup WS [ps] | instance area, sq um | hold WS [ps]
CTS | 26.9 | 1420 | 3460
global placement | -126 | 1420 | 3710
detailed placement | -180 | 1420 | 3710
floorplan | 967 | 1080 | 2660
global route | 102 | 1460 | 3450
finish | 324 | 1460 | 3370
-- synthesized netlist by cell type (2+ instances only) --
| cell type | instances | area (sq um) |
|---|---|---|
| nand2_1 | 11 | 41.3 |
| nor2b_1 | 3 | 18.8 |
| o21ai_1 | 3 | 15.0 |
| a211oi_1 | 2 | 15.0 |
| nand3_1 | 4 | 20.0 |
| and2_1 | 3 | 18.8 |
| o221ai_1 | 2 | 17.5 |
| buf_6 | 2 | 22.5 |
| nand4_1 | 2 | 12.5 |
| o21ai_0 | 4 | 20.0 |
| fa_1 | 4 | 80.1 |
| o22ai_1 | 2 | 12.5 |
| nor2_1 | 12 | 45.0 |
| and4_1 | 2 | 17.5 |
| o21a_1 | 3 | 22.5 |
| a21oi_1 | 7 | 35.0 |
| o21bai_1 | 2 | 15.0 |
| xnor2_1 | 7 | 61.3 |
| clkbuf_1 | 2 | 7.51 |
| nor3_1 | 2 | 10.0 |
| ha_1 | 23 | 288 |
| inv_1 | 12 | 45.0 |
-- power breakdown --
part           internal, mW  total [mW]  switching, mW  leakage (nW)
Combinational         0.100       0.183         0.0825         0.682
Clock                     0           0              0             0
Sequential                0           0              0             0
Total                 0.100       0.183         0.0825         0.682
-- worst min path at each step --
stage         start    to  slack, ps
finish         A[0]  u[0]       3370
global route   A[0]  u[0]       3450
CTS            B[0]  u[0]       3460
-- cell type report --
type / instances / area, sq um / area share, %
Multi-Input combinational cell: 121 / 1030 / 70.9
Timing Repair Buffer: 37 / 313 / 21.4
Tap cell: 50 / 62.6 / 4.29
Inverter: 13 / 48.8 / 3.34
-- repair_timing --
action	CTS	global route
cloned	0	0
buffers inserted	1	0
hold buffers	0	0
setup endpoints to repair	1	1
pin swaps	4	9
gates resized	5	10
-- per-layer routing --
metal	vias up	track usage, %	wire length, microns
met5	-	0	0
met4	0	0.609	21
met3	2	0	69
met2	25	13.2	1180
met1	486	10.1	1260
li1	564	-	-
-- worst min-delay path, stage by stage --
cell	delay (ps)
clkbuf_2	110
inv_1	80
ha_1	140
a21oi_1	130
clkdlybuf4s50_1	420
-- logic make-up (layout without fill, tap and decap cells) --
logic type	Yosys count	count (layout)
compound gates	39	39
fa+ha+maj	27	27
mux	3	3
xor+xnor	7	7
other cells	1	1
simple gates	44	44
buf+inv	18	50
Power figures rest on the tool's default switching activity, not on a simulated workload.
