$ cat /design/flow/config.mk
export PLATFORM = sky130hd
export DESIGN_NAME = letras_BCD
export DESIGN_NICKNAME = letras_BCD
export VERILOG_FILES = /design/flow/design.v
export SDC_FILE = /design/flow/constraint.sdc
export NUM_CORES = 4
export LEC_CHECK = 1
export CORE_AREA = 10 10 70 70
export DIE_AREA = 0 0 80 80
$ cat /design/flow/constraint.sdc
current_design letras_BCD

set clk_period 1.0
set clk_io_pct 0.2

create_clock -name clk0 -period $clk_period

set non_clock_inputs [all_inputs -no_clocks]
set_input_delay [expr $clk_period * $clk_io_pct] -clock clk0 $non_clock_inputs
set_output_delay [expr $clk_period * $clk_io_pct] -clock clk0 [all_outputs]
$ cat /design/flow/design.v
module letras_BCD(a,b,c,d,e,f,g,a0,a1,a2);
input a0,a1,a2;
output a,b,c,d,e,f,g;
assign{a,b,c,d,e,f,g}=({a2,a1,a0}==0)?(7'b0001000):({a2,a1,a0}==1)?(7'b1100000):({a2,a1,a0}==2)?(7'b0110001):({a2,a1,a0}==3)?(7'b1000010):({a2,a1,a0}==4)?(7'b0110000):({a2,a1,a0}==5)?(7'b0111000):(7'b1111111);
endmodule 
$ cat /design/flow/run.sh
#!/bin/bash
# OpenROAD 26Q1-2900-gdf79404cd8, Yosys 0.63+post, stock flow scripts
make -C /OpenROAD-flow-scripts/flow DESIGN_CONFIG=/design/flow/config.mk WORK_HOME=/design/flow/orfs finish
==> writeup.txt <==
The post-synth area from yosys stat came out at 70.1 sq um. For the pin count of the biggest net entering global routing, the log shows 7. The data required time reported for the critical path is 800 ps. At the placement stage, the worst setup path has a slack of -710 ps. With the XOR/XNOR share of the synthesized area at 0.125, the cts-stage hold buffer count is 0. With the first-pass detailed-route iteration total at 1, the share of the clock period used by the worst path is 0.946. The run gives 0 as the number of violations reported at the end of detailed-routing iteration 0.

The tools report the sort of element at the start of the critical path as an input pin. The flow ran to the end, and the final reports show no timing, DRC or antenna violations. The final layout contains a sequential cell count of 0. The number of setup buffers added after CTS is 0. The tools report the number of top-level pins as 10. For the pin with the worst max-slew slack, the measured transition is 125 ps. The effective utilization at floorplan was 0.0205; the final period demand of the worst path was 946 ps. For the post-layout worst setup margin, the log shows 54.1 ps. For the final max-slew violation count, the log shows 0. The number of endpoints failing setup at the final stage came out at 0. Sequential area share after synthesis: 0. Based on the critical path, the design can be clocked at up to 1060 MHz. Counting tap cells, the placed design contains a total of 67 instances. Per the run summary, max-cap violations total 0.

The floorplan has 21 rows. The timing report shows that the slowest cell on the worst path is clkdlybuf4s15_1. Share of synthesized area spent on multiplexers: 0. The type of destination of the critical path is an output pin.

In this run the worst path has a maximum fanout of 6. In this run the tool buffered the top-level ports with 10 buffer cells. The die height was 80 um. STA puts the critical path data arrival time at 750 ps. The tools report the hold path startpoint as a2.

For the number of global-route vias before repair, the log shows 125. The number of fill cells is 407, and the floorplan die area is 6400 sq um. The logs give 107 for the count of vias placed by the detailed router and 28.5 uV for the worst supply voltage drop on vdd. The region available for standard cell placement spans 3420 sq um. After detailed routing, the number of remaining DRC violations is 0. The logs give 11 for the number of cell instances after yosys synthesis and 67 for the number of cells in the finished layout apart from fillers.

and2_1 is the most common cell in the netlist. With the post-synthesis instance area at 70.1 sq um, the simple-gate area share of the yosys netlist is 0.500. The area share of the largest cell type after synthesis came out at 0.268. Setup repair after global routing left no endpoint under its margin.

With the initial antenna violation count at 0, the standard cell area after detailed placement is 228 sq um. Per the post-synthesis report, the number of cells in the design is 11. A synthesized cell averages 6.37 sq um. The wire length of the first global-routing pass was 593 um; the worst slew margin relative to its limit was 0.916. For the cell area after layout, the log shows 246 sq um. For this run the aggregate overflow at the end of global routing stands at 0. STA shows the worst min-delay path finishing at d. The synthesis warning total was 0; the final antenna diode count was 0. The cell sequence reported for the critical path is buf_8 > nand2b_4 > and2_1 > clkdlybuf4s15_1. From synthesis to final layout, the design area changed by 252%. Largest area contributor in the synthesized netlist: and2_1.

Across the whole layout, storage elements account for 0 sq um. The tools report the global-route usage over all layers as 0.0111. At the end of routability-driven placement, the weighted congestion stood at 0.750.

The min-delay analysis places its worst path in the category in -> out. According to the floorplan report, the die width is 80 um. The design draws 0.0000748 W. With the number of antenna-violating nets in the routed design at 0, the routed length per placed instance is 5.43 um. The leakage power in the latest report is 0.103 nW. For the final design utilization, the log shows 0.0722. The biggest combinational cell group after synthesis is simple AND/OR/NAND/NOR gates. With the share of layout cells above drive strength 1 at 0.381, the power per standard cell area is 303 nW/um^2. The synthesis report lists the most area-consuming cells as and2_1 27%, nand2b_1 18%, xor2_1 13%, a21o_1 11%, o21a_1 11%.

The highest cell delay on the worst timing path works out to 170 ps. Hold-check failures listed in the final report amount to 0. The share of synthesized cell area in full adder, half adder and majority cells was 0; the count of cell types in the netlist was 8.

With the area fraction in compound gates at 0.321, the count of cells along the worst hold path is 3. The tool warning count for the run is 32. After synthesis, the most frequently instantiated cells are 3 x and2_1, 2 x nand2b_1. The worst setup path is of the in -> out kind. The sum of routed wire length over all layers is 364 um. Average vias per placed instance: 1.60.

Layout clock buffer count: 0.
worst max-delay path, delay by kind of cell:
kind                   cells  cell delay [ps]
buffers and inverters      2              270
AND/OR/NAND/NOR            2              280
cell usage in the layout, fill, tap and decap left out:
master           synthesis  final
buf_8                    0      3
dlygate4sd2_1            0      3
and2_1                   3      2
clkdlybuf4s15_1          0      2
nor2_4                   0      1
xor2_1                   1      1
and2_4                   0      1
o21a_1                   1      1
nand2b_4                 0      1
o21bai_1                 1      1
inv_1                    1      1
a21o_1                   1      1
nand2b_1                 2      1
buf_2                    0      1
clkbuf_2                 0      1
layer usage:
layer	GRT usage	vias up	share of wire
met3	0.00455	0	0.14
met1	0.0132	43	0.47
met5	0	-	0
met4	0	0	0
met2	0.0193	8	0.38
li1	-	56	-
power by group:
part	switching, W	internal, W
clock	0	0
combinational	0.0000237	0.0000510
sequential	0	0
total	0.0000237	0.0000510
repair_timing:
action                                  in CTS  in global routing
gates resized                               35                  3
endpoints found under the setup margin       7                  2
hold endpoints to repair                     0                  0
cloned                                       0                  0
pin swaps                                    3                  1
final cells by class:
class | instances | area (sq um) | area share
inverters | 1 | 3.75 | 0.0152
well taps | 46 | 57.6 | 0.234
multi-input cells | 10 | 83.8 | 0.340
repair buffers | 10 | 101 | 0.411
cells by family (layout without fill, tap and decap cells):
| kind of cell | Yosys count | after routing |
|---|---|---|
| simple gates | 6 | 6 |
| compound gates | 3 | 3 |
| xor+xnor | 1 | 1 |
| buf+inv | 1 | 11 |
per-stage QoR:
step | setup TNS (ps) | hold slack [ps]
after floorplan | 0 | 429
after global placement | -4530 | 1440
after detailed placement | -4550 | 1450
after CTS | 0 | 679
after global routing | 0 | 663
final | 0 | 636
how the worst max path moves through the flow:
stage | from | depth (start not counted) | end
after CTS | a0 | 4 | d
after global routing | a0 | 4 | c
final | a2 | 4 | g
Power is estimated from default activity; no workload was simulated.
